==> flow/design.v <==
module ext #(
  parameter width = 16
) (
  input wire ext_signed,  
  input wire [width-1:0] in,
  output wire [31:0] out
);
  assign out = {{32 - width{ext_signed ? in[width-1] : 1'b0}}, in};
endmodule
module npc (
  input wire [31:0] pc,
  input wire [1:0] jmp_type,
  input wire [31:0] imm_addr_offset,
  input wire alu_zero_out,
  output wire [31:0] npc
);
  wire [31:0] beq_extended_offset_32;
  ext #(16) ext_2(1, {imm_addr_offset[13:0], 2'b0}, beq_extended_offset_32);
  wire [28:0] j_shifted_addr = {imm_addr_offset[25:0], 2'b0};
  assign npc =  jmp_type == 2'b01 ? (alu_zero_out ? pc + beq_extended_offset_32 + 4 : pc + 4) :  
                jmp_type == 2'b00 ? pc + 4 :  
                {pc[31:28], j_shifted_addr};  
endmodule
==> flow/run.sh <==
#!/bin/bash
# OpenROAD 26Q1-2900-gdf79404cd8, Yosys 0.63+post, stock flow scripts
make -C /OpenROAD-flow-scripts/flow DESIGN_CONFIG=/design/flow/config.mk WORK_HOME=/design/flow/orfs finish
==> flow/config.mk <==
export PLATFORM = sky130hd
export DESIGN_NAME = npc
export DESIGN_NICKNAME = npc
export VERILOG_FILES = /design/flow/design.v
export SDC_FILE = /design/flow/constraint.sdc
export NUM_CORES = 4
export LEC_CHECK = 1
export CORE_UTILIZATION = 30
==> flow/constraint.sdc <==
current_design npc

set clk_period 10.5
set clk_io_pct 0.2

create_clock -name clk0 -period $clk_period

set non_clock_inputs [all_inputs -no_clocks]
set_input_delay [expr $clk_period * $clk_io_pct] -clock clk0 $non_clock_inputs
set_output_delay [expr $clk_period * $clk_io_pct] -clock clk0 [all_outputs]
==> out/results.txt <==
Layout Utilization: 42.6%
P per Cell Area: 54.6 nW/um2
placement row count: 35
post-CTS setup buffers: 0
Routability Congestion: 0.894
I/O pins: 99
post-CTS resize count: 0
Yosys top cell area share: 24.5%
netlist area before placement: 2960 um2
Tot GR Track Use: 17.2%
VDD IR max: 0.0000156 V
Routed Antenna Nets: 0
CP max FO: 18
yosys warns: 1
Critical Path Sink Type: output pin
final setup fails: 0
setup TNS after final layout: 0 ns
tool warning count: 38
Worst Path Arrival: 5.87 ns
Period minus WS final: 7.97 ns
RSZ-0062 raised after global routing: false
worst hold path type: in -> out
status: complete, no violations
CORE AREA: 9420 um2
Worst Setup Start Kind: input pin
DP HPWL: 7.11 mm
register area: 0 um2
initial DRC count: 129
vias per cell: 5.13
Worst-Margin Slew: 0.815 ns
Avg Cell Area, Syn: 6.88 um2
Layout Area Growth over Synthesis: 35.4%
Seq share, synth: 0%
Slew Viols, Final: 0
clkbuf count: 0
DRC viols: 0
Leak Pwr: 1.65 nW
end of the critical path: npc[23]
Yosys chip area: 2960 um2
sequential cell count: 0
Max-Cap Viols: 0
vias in the first global route: 2,979
ys cells: 430
vias: 3,277
global-route wire length before repair: 14.4 mm
cts hold-fix bufs: 0
Post-Synthesis Cells: 430
Post-synth top cells: 58 x ha_1, 58 x nand2_1, 41 x a21oi_1
final global-route overflow total: 0
# port buffers: 93
Cell Type Count: 55
top cells, area: ha_1 25%, xnor2_1 7.7%, nand2_1 7.4%
share of layout cells above drive strength 1: 4.31%
FP Util: 31.4%
final hold vios: 0
Die Wd: 101 um
leading area contributor after synthesis: ha_1
Data required, critical path: 8.40 ns
drt first pass iters: 6
crit path kind: in -> out
die height: 101 um
Die Area: 10,300 um2
largest net degree at the start of global routing: 52
crit path launch: imm_addr_offset[13]
WL per Instance: 13.5 um
initial antenna violation count: 0
final WL: 8.64 mm
Peak Freq: 0.125 GHz
Max-slew headroom: 45.5%
Inserted Diodes: 0
cycle use final: 75.9%
worst hold slack: 5.10 ns
-- worst min-delay path by stage --
stage,startpoint,endpoint,cells after the start
6_report,pc[0],npc[0],3
5_1_grt,pc[0],npc[0],3
4_1_cts,imm_addr_offset[14],npc[16],4
-- through the flow --
| stage | cells | setup WS, ns | cell area, um2 | power, mW |
|---|---|---|---|---|
| floorplan | 430 | 4.17 | 2960 | 0.134 |
| global placement | 639 | 2.54 | 4010 | 0.217 |
| detailed placement | 639 | 2.53 | 4010 | 0.218 |
| CTS | 639 | 2.51 | 4010 | 0.220 |
| global route | 639 | 2.24 | 4010 | 0.246 |
| finish | 639 | 2.53 | 4010 | 0.219 |
-- power breakdown --
group | leakage (nW) | switching [mW] | total, mW | internal [mW]
Clock | 0 | 0 | 0 | 0
Sequential | 0 | 0 | 0 | 0
Combinational | 1.65 | 0.108 | 0.219 | 0.111
-- placed cells by master, fill, tap and decap left out, types with 5 or more instances in the layout --
master,n
o21ai_0,40
nand3_1,16
nor2_1,27
a22oi_1,5
nor3_1,7
and4_1,6
nand2_1,58
o21a_1,6
ha_1,58
and3_1,6
nor2b_1,5
a21oi_1,41
xor2_1,24
xnor2_1,26
nand4_1,7
clkdlybuf4s50_1,93
inv_1,15
-- kinds of logic after synthesis --
group,Yosys count,synth area share [%]
XOR/XNOR,50,14.8
adder cells (fa/ha/maj),59,25.2
multiplexers,5,1.82
AND/OR/NAND/NOR,147,24.0
buffers and inverters,30,3.89
AND-OR/OR-AND,139,30.3
-- final cells by class --
| cell class | instances | area (um2) |
|---|---|---|
| fill | 977 | 5410 |
| inverter | 15 | 56.3 |
| timing repair buffer | 95 | 946 |
| multi-input combinational | 400 | 2840 |
| tap | 129 | 161 |
-- worst max-delay path, cell delays in order --
cell,delay [ns]
clkdlybuf4s50_1,0.84
ha_1,0.51
ha_1,0.41
and4_1,0.24
nand2_1,0.10
nor2_1,0.05
a32oi_1,0.17
o41a_1,0.34
nand2_1,0.11
xnor2_1,0.15
a222oi_1,0.32
clkdlybuf4s50_1,0.53
-- per-layer routing --
| layer | vias up | track usage (%) | share of wire [%] |
|---|---|---|---|
| li1 | 1753 | - | - |
| met5 | - | 0 | 0 |
| met2 | 63 | 27.2 | 43 |
| met3 | 0 | 0.350 | 4.2 |
| met4 | 0 | 0 | 0 |
| met1 | 1461 | 27.6 | 52 |
Power is estimated from default activity; no workload was simulated.
