<file path="run.sh">
#!/bin/bash
# OpenROAD 26Q1-2900-gdf79404cd8, Yosys 0.63+post, stock flow scripts
make -C /OpenROAD-flow-scripts/flow DESIGN_CONFIG=/design/flow/config.mk WORK_HOME=/design/flow/orfs finish
</file>
<file path="config.mk">
export PLATFORM = sky130hd
export DESIGN_NAME = alu
export DESIGN_NICKNAME = alu
export VERILOG_FILES = /design/flow/design.v
export SDC_FILE = /design/flow/constraint.sdc
export NUM_CORES = 4
export LEC_CHECK = 1
export CORE_UTILIZATION = 30
</file>
<file path="constraint.sdc">
current_design alu

set clk_period 2.2
set clk_io_pct 0.2

create_clock -name clk0 -period $clk_period

set non_clock_inputs [all_inputs -no_clocks]
set_input_delay [expr $clk_period * $clk_io_pct] -clock clk0 $non_clock_inputs
set_output_delay [expr $clk_period * $clk_io_pct] -clock clk0 [all_outputs]
</file>
<file path="design.v">
module alu(
  input  wire [3:0]   ctl,
  input  wire [31:0]  a, b,
  output reg  [31:0]  out,
  output reg  zero  
);
  always @(a or b or ctl) begin
    case (ctl)
      4'd0: out <= a + b;  
      4'd1: out <= a - b;  
      4'd2: out <= a & b;  
      4'd3: out <= a | b;  
      4'd4: out <= a ^ b;  
      4'd5: out <= {b[15:0], 16'b0};  
    endcase
    zero <= a == b;
  end
endmodule
</file>
==> Changelog: implementation <==
### Physical design

- Worst VDD drop: ~0.098 mV
- Max_slew headroom: a little under half
- Total Routed Length: ~22000 um
- Synth warn: 1
- Failing checks: negative setup slack
- Final std cells w/o fill: ~1300
- Tcrit/Tclk final: 120.2%
- M2 GR Usage: about a third
- Gr usage total: between 20% and 30%
- Met1 usage in global routing: between 30% and 40%
- Fraction of registers with async set/reset: 0%
- Regs by FF count: out (32)
- Dpl cells: roughly 1300
- Met3 Track Usage GR: 2.945%
- Top cells by area: ha_1, dlxtn_1, a21oi_1
- Floorplan Utilization: ~31%
- Final setup TNS: -444.2 ps
- Routed vias: between 6000 and 7000
- Vias in the first global route: 6311
- Synthesis area per yosys: about 0.0057 mm^2
- 1st-pass router iterations: 5
- Residual DRC: 0
- Post-Synthesis Cells: about 850
- Routability cong.: between 0.9 and 1
- Tot Pwr: 0.002051 W
- Slew @ Worst Pin: between 700 and 800 ps
- Initial DRC count: around 630
- Dpl hpwl: around 17000 um
- N_diodes: 0
- # IOs: slightly above 100
- Fin. max-slew vios: 0
- WL/cell: 17.19 um
- Max Freq: approximately 380 MHz
- Required time of the critical path: between 1500 and 2000 ps
- Critical path capture point type: output pin
- Area growth syn-to-layout: 40.66%
- Share of layout cells above drive strength 1: 19.26%
- Arrival @ worst endpoint: ~2200 ps
- Synthesized area: 0.005659 mm^2
- CP endpoint: zero
- Post-synth EDFFs: 0
- Largest Register: out
- DP Area: about 0.008 mm^2
- Power per cell area: roughly 260 mW/mm^2
- Number of flip-flops in the largest register: 32
- Largest net degree at the start of global routing: roughly 45
- Area share, top type: 21.00%
- Port bufs: between 100 and 150
- Initial antenna violation count: 0
- Worst setup SP type: primary input
- WHS: approximately 1900 ps
- Leak: 3.711 nW
- Worst hold path class: primary input to output pin
- First-pass GRT wire length: approximately 34000 um
- Dominant register cell: dlxtn_1
- Die X: approximately 140 um
- Global route hottest layer: met2
- Synth cell types: ~73
- Count of final hold-check violations: 0
- Tmin final: between 2000 and 3000 ps
- Register pins left without a clock: 32
- Ys flops: 32
- # setup viols final: 1
- Total grt overflow: 0
- DR vias/cell: approximately 5.4
- Post-route cell area: 0.007960 mm^2
- # Cells Yosys: 848
- RSZ-0062 raised after global routing: yes
- Chip height: 139.3 um
- WS Path Type: primary input to output pin
- Routed Antenna Nets: 0
- CP max FO: 2
- Cell type with the largest total area: ha_1
- Max Cap Violations: 0
- Endpoints left unconstrained: 64
- Die Area: 0.01942 mm^2
- Final WS setup: -444.2 ps
- Status: complete, but fails checks
- OpenROAD warning count: between 90 and 100
- Num rows: roughly 50
- Core box area: 0.01821 mm^2
- Hold Startpoint: b[13]
- Synth Area per Inst: 6.674 um^2
- Critical Path Source: a[17]
-- routing by layer --
layer	wire (um)	share of wire, %
met1	10030	46
met2	9431	43
met3	1485	6.8
met4	745	3.4
met5	0	0
-- worst max-delay path, stage by stage --
cell and delay (ps):
dlygate4sd2_1 250, inv_2 60, ha_4 200, nor2_4 90, nand2_2 60, or4_4 420, nand4b_1 290, nor3_2 160
buf_4 140, buf_2 80
-- kinds of logic after synthesis --
| logic type | count (synthesis) | share of synthesized area [%] |
|---|---|---|
| AND-OR/OR-AND | 324 | 38.74 |
| XOR/XNOR | 4 | 0.6190 |
| adder cells (fa/ha/maj) | 97 | 21.71 |
| buffers and inverters | 143 | 9.640 |
| latches | 32 | 8.490 |
| multiplexers | 4 | 0.7075 |
| AND/OR/NAND/NOR | 244 | 20.10 |
-- per-stage QoR --
step	worst slack [ps]	utilization (%)
after floorplan	-102.4	-
after global placement	-1389	42.81
after detailed placement	-1426	42.81
after CTS	-506.2	43.38
after global routing	-570.7	43.72
final	-444.2	43.72
-- cell usage after synthesis (12+ instances only) --
master     n
a211oi_1  13
a21o_1    16
a21oi_1   85
a221oi_1  12
clkbuf_1  36
dlxtn_1   32
ha_1      95
inv_1     99
nand2_1   61
nand3_1   26
nor2_1    87
nor3_1    13
o211ai_1  25
o21ai_0   61
-- layout by cell type, fill, tap and decap left out, types with 15 or more instances in the layout --
| master | count |
|---|---|
| dlxtn_1 | 32 |
| a21o_1 | 16 |
| clkdlybuf4s50_1 | 82 |
| buf_4 | 127 |
| ha_1 | 82 |
| a21oi_1 | 85 |
| o211ai_1 | 25 |
| nor2_1 | 83 |
| inv_2 | 15 |
| inv_1 | 83 |
| nand2_1 | 60 |
| o21ai_0 | 61 |
| nand3_1 | 25 |
-- repair_timing --
item / CTS / global route
gates resized: 67 / 10
pin swaps: 14 / 5
endpoints found under the setup margin: 1 / 1
buffers inserted: 2 / 0
hold buffers: 0 / 0
-- how the worst min path moves through the flow --
stage / slack (ps) / to / cells past startpoint
CTS: 1900 / zero / 10
global route: 1910 / zero / 9
finish: 1870 / zero / 9
-- final cells by class --
type                    instances  area, um^2
inverters                      99       384.1
fillers                      1870       10250
multi-input cells             673        4865
well taps                     229       286.5
flip-flops and latches         32       480.5
repair buffers                229        1944
-- report_power, final --
part / switching (W) / total, W / internal [W]
sequential: 0.0000182 / 0.000136 / 0.000118
clock: 0 / 0 / 0
combinational: 0.00101 / 0.00191 / 0.000900
total: 0.00103 / 0.00205 / 0.00102
Power figures rest on the tool's default switching activity, not on a simulated workload.
