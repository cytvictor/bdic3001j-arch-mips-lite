[flow/constraint.sdc]
current_design dm

set clk_period 40.0
set clk_io_pct 0.2

create_clock -name clk0 -period $clk_period [get_ports {clk}]

set non_clock_inputs [all_inputs -no_clocks]
set_input_delay [expr $clk_period * $clk_io_pct] -clock clk0 $non_clock_inputs
set_output_delay [expr $clk_period * $clk_io_pct] -clock clk0 [all_outputs]
[flow/config.mk]
export PLATFORM = sky130hd
export DESIGN_NAME = dm
export DESIGN_NICKNAME = dm
export VERILOG_FILES = /design/flow/design.v
export SDC_FILE = /design/flow/constraint.sdc
export NUM_CORES = 4
export LEC_CHECK = 1
export CORE_UTILIZATION = 30
export SYNTH_MEMORY_MAX_BITS = 65536
[flow/design.v]
module dm (
  input wire [7:0] addr,
  input wire [31:0] data_in,
  input wire write_enable,
  input wire read_enable,
  input wire clk,
  output reg [31:0] data_out
);
  reg [31:0] data_mem[255:0];  
  always @(posedge clk) begin
    if (write_enable) begin
      data_mem[addr[7:0]][31:0] <= data_in[31:0];
    end
  end
  always @(addr or read_enable) begin
    if (read_enable) begin
      data_out[31:0] = data_mem[addr[7:0]][31:0];
    end
  end
endmodule
[flow/run.sh]
#!/bin/bash
# OpenROAD 26Q1-2900-gdf79404cd8, Yosys 0.63+post, stock flow scripts
make -C /OpenROAD-flow-scripts/flow DESIGN_CONFIG=/design/flow/config.mk WORK_HOME=/design/flow/orfs finish
==> results_slide.txt <==
Implementation Results

Outcome
  – Status: completed

Final timing
  – Endpoints left unconstrained: 64
  – Register pins left without a clock: 32
  – Unrepaired setup endpoints after global routing: no
  – Final tally of max-slew violations: 0
  – Achievable Freq: 0.0858 GHz
  – Final hold violation count: 0
  – Setup TNS after final layout: 0 ps
  – Measured slew at the worst slew-check pin: 1340 ps
  – Min Tclk post-route: 11650 ps
  – Tightest slew margin relative to the limit: 9.41%
  – Fraction of the cycle the final worst path needs: 29.1%
  – Final WS setup: 28350 ps
  – Setup Viol. Count Final: 0

Yosys
  – Adder-cell area share of the yosys netlist: 0%
  – Top-area cell type share of the netlist area: 79.7%
  – Average cell area after synthesis: 23.6 sq um
  – Post-synth top area cell: sky130_fd_sc_hd__edfxtp_1
  – Flop and latch count out of synthesis: 8224
  – Number of unique standard cell types used by synthesis: 22
  – Largest non-sequential cell family by area: multiplexers
  – Yosys xor share: 0%
  – Biggest area contributors in the synthesized netlist: sky130_fd_sc_hd__edfxtp_1 80%, sky130_fd_sc_hd__mux4_2 15%, sky130_fd_sc_hd__a22oi_1 2.5%
  – Synthesized chip area reported by yosys: 0.309 sq mm
  – AND-OR/OR-AND Cells, Area Fraction: 3.68%
  – Mux contribution to synthesized area: 14.9%
  – Simple share: 0.489%
  – Warning count from the yosys run: 1
  – Post-Syn Area: 0.309 sq mm
  – Yosys stat cell total: 13100
  – Cells after synthesis: 13100

Pwr
  – Cell area power density: 49.3 mW/mm^2
  – Worst voltage drop across the vdd grid: 0.0490 mV
  – Pleak: 107 nW
  – Overall Power: 17.7 mW

Clock network
  – Max clock buf depth: 4
  – Clock slew seen by the registers of the worst setup and hold paths: 70 ps
  – Root buffer selected by CTS: sky130_fd_sc_hd__clkbuf_16
  – Post-cts hold buffer count: 0
  – Post-CTS Setup Bufs: 0
  – Deepest level of the CTS H-tree: 6
  – Number of gates resized after CTS: 0
  – Number of buffers inserted during clock tree synthesis: 792
  – Clock tree from TritonCTS: built

Final layout
  – Fraction of final layout cells with drive strength greater than 1: 30.0%
  – Final core area utilization: 34.9%
  – Post-synthesis to final-layout area growth: 16.0%
  – Area of all placed cells without fillers: 0.358 sq mm
  – Most common logic cells in the final layout: 8192 x sky130_fd_sc_hd__edfxtp_1, 2048 x sky130_fd_sc_hd__mux4_2, 1024 x sky130_fd_sc_hd__a22oi_1
  – Most common cell after layout, fill and taps aside: sky130_fd_sc_hd__edfxtp_1

Job
  – Tool Warnings: 30
  – Number of max-cap violations: 0

Floorplanning
  – Die area: 1.03 sq mm
  – Floorplan-stage core utilization: 30.1%
  – Core area: 1.03 sq mm
  – Floorplan die width: 1020 um
  – Row count: 372
  – Die span in y: 1020 um
  – Boundary Pins: 75

Detailed routing
  – Vias per Instance: 5.08
  – Detail Route Antenna Nets: 0
  – Iter 0 DRT Violations: 9945
  – Via count: 144000
  – Post-route DRC: 0
  – Pre-Repair DR Iteration Count: 6
  – Drt total wl: 855000 um
  – WL per Instance: 30.1 um

Global route
  – Number of antenna violations at the first check in global routing: 70
  – Vias in the first global route: 159000
  – GRT Resource Usage Total: 17.7%
  – Global-route wire length before repair: 1200000 um
  – Pin count of the biggest net entering global routing: 105
  – Remaining Overflow, GRT: 0

Critical path
  – Arrival time reported for the critical path endpoint: 12460 ps
  – Critical path type: input port to flop
  – Type of destination of the critical path: flop
  – Series of cell instances along the critical path: clkdlybuf4s50_1 > nor2b_4 > buf_4 > buf_4 > buf_4 > nand2_1 > nor2_4 > buf_4
  – CP max stage delay: 890 ps
  – Critical Path Start Type: input port
  – Buffer and inverter count on the worst path: 5
  – Family of cells with the greatest summed delay on the critical path: buffers and inverters
  – CP Max Fanout: 42
  – Endpoint required time on the critical path: 40810 ps
  – Slowest stage cell on the critical path: sky130_fd_sc_hd__clkdlybuf4s50_1
  – Cell repeated most along the worst path: sky130_fd_sc_hd__buf_4

Placed design
  – Buffers on Ports: 74
  – Final HPWL DP: 519000 um
  – Area after detailed placement: 0.333 sq mm
  – Last weighted congestion value of the routability-driven placer: 0.976
  – Setup Slack @ Placement: 27190 ps

Min path
  – Kind of path behind the tightest hold check: input port to flop
-- Yosys cell counts (all sizes together) --
cell / count
clkbuf: 498
nand4: 32
nand3: 13
or3: 1
nand2b: 6
buf: 298
a21oi: 512
nor2b: 7
inv: 1
dlxtp: 32
o41ai: 128
nand2: 28
and2: 3
or2: 2
mux4: 2048
edfxtp: 8192
nor2: 232
a22oi: 1024
nor3: 30
-- final cells by class --
cell class / count / area, sq um
Clock buffer: 968 / 20500
Inverter: 1 / 3.75
Multi-Input combinational cell: 4066 / 61800
Tap cell: 13700 / 17100
Antenna cell: 118 / 295
Clock inverter: 493 / 4790
Sequential cell: 8224 / 246000
Fill cell: 92800 / 668000
Timing Repair Buffer: 906 / 7310
-- report_power, final --
part	leakage [nW]	total (mW)	switching [mW]	internal, mW
Combinational	21.2	0.870	0.593	0.277
Clock	12.3	7.30	3.23	4.07
Sequential	73.9	9.48	0.0164	9.47
-- kinds of logic (layout without fill, tap and decap cells) --
| logic type | after synthesis | count (layout) |
|---|---|---|
| and+or+nand+nor | 354 | 354 |
| other | 0 | 118 |
| buffers and inverters | 797 | 2368 |
| DFF | 8192 | 8192 |
| latches | 32 | 32 |
| muxes | 2048 | 2048 |
| AOI/OAI and AO/OA | 1664 | 1664 |
-- per-stage QoR --
| step | hold slack (ps) | instances |
|---|---|---|
| 6_report | 7200 | 28400 |
| 3_5_place_dp | 8380 | 26800 |
| 4_1_cts | 7110 | 28300 |
| 2_1_floorplan | 8100 | 13100 |
| 3_3_place_gp | 8370 | 26800 |
| 5_1_grt | 7160 | 28400 |
-- flip-flops by register name, indices dropped and copies added, names as in the netlist --
register	cells
data_mem	8192
data_out	32
-- final timing paths --
| kind | endpoint | slack (ps) | from | cells past startpoint |
|---|---|---|---|---|
| worst max-delay path | data_mem[184][22]$_DFFE_PP_ | 28350 | addr[3] | 8 |
| worst min-delay path | data_mem[122][31]$_DFFE_PP_ | 7200 | data_in[31] | 1 |
-- metal layers --
layer | vias up | GRT usage, % | wire length [um]
met2 | 9244 | 26.1 | 396000
met4 | 61 | 8.11 | 51900
met3 | 1470 | 14.4 | 151000
li1 | 58900 | - | -
met1 | 74600 | 17.7 | 252000
met5 | - | 2.13 | 3290
Power and IR drop assume default switching activity.
